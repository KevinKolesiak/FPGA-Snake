**/design/flow/run.sh**
```bash
#!/bin/bash
# OpenROAD 26Q1-2900-gdf79404cd8, Yosys 0.63+post, stock flow scripts
make -C /OpenROAD-flow-scripts/flow DESIGN_CONFIG=/design/flow/config.mk WORK_HOME=/design/flow/orfs finish
```
**/design/flow/design.v**
```verilog
module  color_mapper ( input        [9:0] BallX, BallY, DrawX, DrawY, Ball_size, BallX2, BallY2, FoodX, FoodY, 
                                          BallX3, BallY3, BallX4, BallY4, BallX5, BallY5, BallX6, BallY6, BallX7, BallY7,
                                          BallX8, BallY8, BallX9, BallY9, BallX10, BallY10, BallX11, BallY11, 
                                          BallX12, BallY12, BallX13, BallY13, BallX14, BallY14, BallX15, BallY15, 
                                          BallX16, BallY16, BallX17, BallY17, BallX18, BallY18, BallX19, BallY19,  
                       input blank,
                       output logic [7:0]  Red, Green, Blue );
    logic ball_on, ball_on2, food_on, ball_on3, ball_on4, ball_on5, ball_on6, ball_on7, ball_on8, ball_on9, ball_on10,
          ball_on11, ball_on12, ball_on13, ball_on14, ball_on15, ball_on16, ball_on17, ball_on18, ball_on19;  
    int DistX, DistY, DistX2, DistY2, Size, DistXF, DistYF, DistX3, DistY3, DistX4, DistY4, DistX5, DistY5, DistX6, 
        DistY6, DistX7, DistY7, DistX8, DistY8, DistX9, DistY9, DistX10, DistY10, DistX11, DistY11, 
        DistX12, DistY12, DistX13, DistY13, DistX14, DistY14, DistX15, DistY15, DistX16, DistY16, DistX17, DistY17, 
        DistX18, DistY18, DistX19, DistY19;  
	assign DistX = DrawX - BallX; assign DistY = DrawY - BallY;  assign Size = Ball_size;
    assign DistXF = DrawX - FoodX; assign DistYF = DrawY - FoodY; assign DistX2 = DrawX - BallX2; assign DistY2 = DrawY - BallY2; 
    assign DistX3 = DrawX - BallX3; assign DistY3 = DrawY - BallY3;assign DistX4 = DrawX - BallX4; assign DistY4 = DrawY - BallY4;  
    assign DistX5 = DrawX - BallX5; assign DistY5 = DrawY - BallY5;assign DistX6 = DrawX - BallX6; assign DistY6 = DrawY - BallY6;
	assign DistX7 = DrawX - BallX7; assign DistY7 = DrawY - BallY7;assign DistX8 = DrawX - BallX8;assign DistY8 = DrawY - BallY8;
    assign DistX9 = DrawX - BallX9;assign DistY9 = DrawY - BallY9;assign DistX10 = DrawX - BallX10;assign DistY10 = DrawY - BallY10;
    assign DistX11 = DrawX - BallX11;assign DistY11 = DrawY - BallY11;assign DistX12 = DrawX - BallX12;assign DistY12 = DrawY - BallY12;
    assign DistX13 = DrawX - BallX13;assign DistY13 = DrawY - BallY13;assign DistX14 = DrawX - BallX14;assign DistY14 = DrawY - BallY14;
    assign DistX15 = DrawX - BallX15;assign DistY15 = DrawY - BallY15;assign DistX16 = DrawX - BallX16;assign DistY16 = DrawY - BallY16;
    assign DistX17 = DrawX - BallX17;assign DistY17 = DrawY - BallY17;assign DistX18 = DrawX - BallX18;assign DistY18 = DrawY - BallY18;
    assign DistX19 = DrawX - BallX19;assign DistY19 = DrawY - BallY19; 
    always_comb
    begin:Ball_on_proc
        if ( ( DistX*DistX + DistY*DistY) <= (Size * Size) ) 
            ball_on = 1'b1;
         else 
            ball_on = 1'b0;		
		if ( ( DistX2*DistX2 + DistY2*DistY2) <= (Size * Size) ) 
            ball_on2 = 1'b1;
         else 
            ball_on2 = 1'b0;
        if ( ( DistXF*DistXF + DistYF*DistYF) <= (Size * Size) ) 
            food_on = 1'b1;
         else 
            food_on = 1'b0;
        if ( ( DistX3*DistX3 + DistY3*DistY3) <= (Size * Size) ) 
            ball_on3 = 1'b1;
         else 
            ball_on3 = 1'b0;      
        if ( ( DistX4*DistX4 + DistY4*DistY4) <= (Size * Size) ) 
            ball_on4 = 1'b1;
         else 
            ball_on4 = 1'b0;
        if ( ( DistX5*DistX5 + DistY5*DistY5) <= (Size * Size) ) 
            ball_on5 = 1'b1;
         else 
            ball_on5 = 1'b0;
        if ( ( DistX6*DistX6 + DistY6*DistY6) <= (Size * Size) ) 
            ball_on6 = 1'b1;
         else 
            ball_on6 = 1'b0;
        if ( ( DistX7*DistX7 + DistY7*DistY7) <= (Size * Size) ) 
            ball_on7 = 1'b1;
         else 
            ball_on7 = 1'b0;	
        if ( ( DistX8*DistX8 + DistY8*DistY8) <= (Size * Size) ) 
            ball_on8 = 1'b1;
         else 
            ball_on8 = 1'b0;	
        if ( ( DistX9*DistX9 + DistY9*DistY9) <= (Size * Size) ) 
            ball_on9 = 1'b1;
         else 
            ball_on9 = 1'b0;	
        if ( ( DistX10*DistX10 + DistY10*DistY10) <= (Size * Size) ) 
            ball_on10 = 1'b1;
         else 
            ball_on10 = 1'b0;	
        if ( ( DistX11*DistX11 + DistY11*DistY11) <= (Size * Size) ) 
            ball_on11 = 1'b1;
         else 
            ball_on11 = 1'b0;
        if ( ( DistX12*DistX12 + DistY12*DistY12) <= (Size * Size) ) 
            ball_on12 = 1'b1;
         else 
            ball_on12 = 1'b0;
        if ( ( DistX13*DistX13 + DistY13*DistY13) <= (Size * Size) ) 
            ball_on13 = 1'b1;
         else 
            ball_on13 = 1'b0;
        if ( ( DistX14*DistX14 + DistY14*DistY14) <= (Size * Size) ) 
            ball_on14 = 1'b1;
         else 
            ball_on14 = 1'b0;
        if ( ( DistX15*DistX15 + DistY15*DistY15) <= (Size * Size) ) 
            ball_on15 = 1'b1;
         else 
            ball_on15 = 1'b0;		
        if ( ( DistX16*DistX16 + DistY16*DistY16) <= (Size * Size) ) 
            ball_on16 = 1'b1;
         else 
            ball_on16 = 1'b0;
        if ( ( DistX17*DistX17 + DistY17*DistY17) <= (Size * Size) ) 
            ball_on17 = 1'b1;
         else 
            ball_on17 = 1'b0;
        if ( ( DistX18*DistX18 + DistY18*DistY18) <= (Size * Size) ) 
            ball_on18 = 1'b1;
         else 
            ball_on18 = 1'b0;
        if ( ( DistX19*DistX19 + DistY19*DistY19) <= (Size * Size) ) 
            ball_on19 = 1'b1;
         else 
            ball_on19 = 1'b0;
     end 
    always_comb
    begin:RGB_Display
        if(blank == 1'b0) begin
            Red = 8'h00;
            Green = 8'h00;
            Blue = 8'h00;
         end   
        else if ((ball_on == 1'b1)) begin 
            Red = 8'h00;
            Green = 8'h00;
            Blue = 8'hff;
         end       	  
		else if ((ball_on2 == 1'b1)) begin 
            Red = 8'h00;
            Green = 8'h00;
            Blue = 8'hff;
         end
		else if ((food_on == 1'b1)) begin
			Red = 8'hff;
            Green = 8'h00;
            Blue = 8'h00;
         end
        else if ((ball_on3 == 1'b1)) begin 
             Red = 8'h00;
             Green = 8'h00;
             Blue = 8'hff;
         end
        else if ((ball_on4 == 1'b1)) begin 
             Red = 8'h00;
             Green = 8'h00;
             Blue = 8'hff;
         end
        else if ((ball_on5 == 1'b1)) begin 
             Red = 8'h00;
             Green = 8'h00;
             Blue = 8'hff;
         end
        else if ((ball_on6 == 1'b1)) begin 
             Red = 8'h00;
             Green = 8'h00;
             Blue = 8'hff;
         end
        else if ((ball_on7 == 1'b1)) begin 
            Red = 8'h00;
            Green = 8'h00;
            Blue = 8'hff;
         end  
        else if ((ball_on8 == 1'b1)) begin 
            Red = 8'h00;
            Green = 8'h00;
            Blue = 8'hff;
         end  
        else if ((ball_on9 == 1'b1)) begin 
            Red = 8'h00;
            Green = 8'h00;
            Blue = 8'hff;
         end  
        else if ((ball_on10 == 1'b1)) begin 
            Red = 8'h00;
            Green = 8'h00;
            Blue = 8'hff;
         end  
        else if ((ball_on11 == 1'b1)) begin 
            Red = 8'h00;
            Green = 8'h00;
            Blue = 8'hff;
         end  
        else if ((ball_on12 == 1'b1)) begin 
            Red = 8'h00;
            Green = 8'h00;
            Blue = 8'hff;
         end  
        else if ((ball_on13 == 1'b1)) begin 
            Red = 8'h00;
            Green = 8'h00;
            Blue = 8'hff;
         end  
        else if ((ball_on14 == 1'b1)) begin 
            Red = 8'h00;
            Green = 8'h00;
            Blue = 8'hff;
         end  
        else if ((ball_on15 == 1'b1)) begin 
            Red = 8'h00;
            Green = 8'h00;
            Blue = 8'hff;
         end  
        else if ((ball_on16 == 1'b1)) begin 
            Red = 8'h00;
            Green = 8'h00;
            Blue = 8'hff;
         end 
        else if ((ball_on17 == 1'b1)) begin 
            Red = 8'h00;
            Green = 8'h00;
            Blue = 8'hff;
         end   
		else if ((ball_on18 == 1'b1)) begin 
            Red = 8'h00;
            Green = 8'h00;
            Blue = 8'hff;
         end  
        else if ((ball_on19 == 1'b1)) begin 
            Red = 8'h00;
            Green = 8'h00;
            Blue = 8'hff;
         end  
        else begin 
			Red = 8'h00; 
            Green = 8'h7f-DrawY[9:3];  
            Blue = 8'h00;
         end      
    end 
endmodule
```
**/design/flow/constraint.sdc**
```tcl
current_design color_mapper

set clk_period 20.5
set clk_io_pct 0.2

create_clock -name clk0 -period $clk_period

set non_clock_inputs [all_inputs -no_clocks]
set_input_delay [expr $clk_period * $clk_io_pct] -clock clk0 $non_clock_inputs
set_output_delay [expr $clk_period * $clk_io_pct] -clock clk0 [all_outputs]
```
**/design/flow/config.mk**
```make
export PLATFORM = sky130hd
export DESIGN_NAME = color_mapper
export DESIGN_NICKNAME = color_mapper
export VERILOG_FILES = /design/flow/design.v
export SDC_FILE = /design/flow/constraint.sdc
export NUM_CORES = 4
export LEC_CHECK = 1
export CORE_UTILIZATION = 50
```
==> impl_metrics.yaml <==
# synthesis and place-and-route metrics
run_status:
  status: "finished, final reports clean"
final_timing:
  fin_crit_ns: 20.00
  worst_pin_slew_ns: 0.967
  setup_viol: 0
  maxSlewViolCount: 0
  setup_tns_ns: 0
  slew_headroom_pct: 35.5
  fmax_mhz: 50.0
  fin_crit_sh_pct: 97.6
  hold_violations: 0
die:
  ios: 455
  fp.coreArea_mm2: 0.390
  fp.dieW_um: 628
  initial_core_util_pct: 50.3
  die_area_mm2: 0.395
  die-height_um: 628
  rows: 229
cells_and_area:
  syn_to_final_growth_pct: 9.59
  drive_above_1_share_pct: 5.18
  clock_buffers: 0
  regArea_um2: 0
  final_cells: 27719
  seq_cell_count: 0
logic_synthesis:
  yosysWarnings: 1
  synth.avg_cell_area_um2: 9.19
  yosysUniqueCellTypes: 88
  ys_seq_share_pct: 0
  yosysTopAreaCell: "fa_1"
  ys_cells: 21346
  synthCells: 21346
  top_area_share_pct: 50.9
  area_leaders: "fa_1, ha_1, inv_1"
  common_cells: "inv_1, fa_1, ha_1, nand2_1, nor2_1"
  yosysMostFrequentCell: "inv_1"
  ys_area_mm2: 0.196
  netlist_area_mm2: 0.196
pwr:
  totalPowerFinal_w: 0.384
  netSwitchingFraction_pct: 55.8
  p_per_area_mw_per_mm2: 1790
  p_int_w: 0.170
  p_sw_w: 0.214
  irDropWorstVdd_v: 0.00307
  p_leak_nw: 116
routing:
  drc: 0
  post_drt_via_cell_ratio: 4.92
  wl_met2_mm: 250
  ant_nets: 0
  dr.max_layer_used: "met5"
  drtIter0Drc: 4899
  wl_per_cell_um: 19.5
  finalWirelength_mm: 542
  m1WireLength_mm: 208
  drtPass1Iterations: 5
  dr_wl_met3_mm: 62.8
  vias: 136381
global_route:
  antenna_found_initial: 45
  first_global_vias: 148315
  grt_first_pass_wirelength_mm: 859
  grt_usage_pct: 31.3
  grt_max_degree: 24
  grt.overflow.total: 0
critical_path:
  end_kind: "output pin"
  startpoint_type: "input pin"
  cp_common_cell: "fa_1"
  slowest_stage: "fa_1"
  worstPathArrival_ns: 15.90
  cp_max_fo: 9
  cp_slowest_stage_delay_ns: 0.63
  worstPathRequired_ns: 16.40
  critical_path_class: "in2out"
place:
  portBuffers: 454
  dp_hpwl_mm: 491
  dp.cells: 27612
  gp_congestion: 0.982
flow_run:
  cap_viol_max_count: 0
  tool_warnings: 213
clocking:
  holdBufCountCts: 0
min_path:
  hold_class: "in2out"
per-layer routing:
metal  global-route usage [%]  up-vias
li1                         -    64939
met4                     8.46       42
met2                     46.5     3584
met5                    0.568        -
met1                     43.9    67322
met3                     13.9      494
final cells by class:
type | count | area, um2
antenna | 48 | 120
fill | 35437 | 175000
inverter | 6970 | 26300
multi-input combinational | 14227 | 171000
tap | 5197 | 6500
timing repair buffer | 1277 | 11200
repair_timing:
action / 4_1_cts / 5_1_grt
setup buffers: 6 / 54
endpoints found under the setup margin: 23 / 23
hold endpoints to repair: 0 / 0
pin swaps: 4 / 84
gates resized: 51 / 328
worst paths after layout:
| check | depth (start not counted) | start | to | slack [ns] |
|---|---|---|---|---|
| hold / removal | 3 | DrawY[5] | Green[2] | 9.11 |
| setup / recovery | 44 | DrawY[0] | Blue[6] | 0.50 |
kinds of logic (layout without fill, tap and decap cells):
logic type,after synthesis,count (layout),share of synthesized area (%)
AND/OR/NAND/NOR,3736,3736,8.24
multiplexers,13,13,0.0676
XOR/XNOR,988,988,4.41
AND-OR/OR-AND,1933,1933,6.36
adder cells (fa/ha/maj),7556,7556,67.3
buffers and inverters,7119,8247,13.6
other,1,49,0.00191
worst max-delay path: cells and delay by family:
| family | cells | cell delay [ns] |
|---|---|---|
| adders and majority gates | 11 | 4.63 |
| AOI/OAI and AO/OA | 19 | 3.91 |
| xor gates and xnor gates | 1 | 0.17 |
| and+or+nand+nor | 4 | 1.02 |
| buffers and inverters | 9 | 2.02 |
placed cells by master (no fill, tap or decap), types with 20 or more instances in the layout:
cell,n
buf_4,793
o211ai_1,36
diode_2,48
a211oi_1,55
buf_12,30
clkdlybuf4s50_1,433
inv_2,33
xor2_1,224
a21o_1,382
nor3_1,72
o21bai_1,251
and3_1,24
ha_1,2548
nor2b_1,95
nand2b_1,139
o21ai_0,217
nand3_1,110
inv_1,6853
o21ai_1,20
nand2_1,1596
o21a_1,79
and2_1,248
xnor2_1,729
nor2_1,1230
nand4_1,63
fa_1,4970
a21oi_1,582
clkinv_1,69
a21oi_2,66
a31oi_1,23
stage by stage:
step	worst slack, ns	cell area, um2	hold slack, ns	utilization, %
2_1_floorplan	1.25	196000	8.21	-
3_3_place_gp	-2.49	213000	9.13	54.6
3_5_place_dp	-1.09	213000	9.12	54.6
4_1_cts	0.00101	213000	9.12	54.7
5_1_grt	-0.0495	215000	9.17	55.1
6_report	0.499	215000	9.11	55.2
Power figures rest on the tool's default switching activity, not on a simulated workload.
